[/design/flow/design.v]
module FIR1_MultiplyBlock (
  X,
  Y1,
  Y2,
  Y3,
  Y4,
  Y5,
  Y6,
  Y7,
  Y8,
  Y9,
  Y10,
  Y11,
  Y12,
  Y13,
  Y14,
  Y15,
  Y16,
  Y17,
  Y18,
  Y19,
	Y20,
	Y21,
	Y22,
	Y23
);
  input signed   [13:0] X;  
  output signed [13:0] Y2, Y4, Y6, Y8, Y10, Y14, Y16, Y18, Y20, Y22;
  output signed [17:0] Y1, Y23;
  output signed [20:0] Y3, Y21;
  output signed [22:0] Y5, Y19;
  output signed [23:0] Y7, Y17;
  output signed [25:0] Y9, Y15;
  output signed [27:0] Y11, Y12, Y13;
  wire signed [13:0] W1, W3, W5, W7, W9, W13, W15, W17, W19, W21;
  wire signed [17:0] W0, W22;
  wire signed [20:0] W2, W20;
  wire signed [22:0] W4, W18;
  wire signed [23:0] W6, W16;
  wire signed [25:0] W8, W14;
  wire signed [27:0] W10, W11, W12;
  assign Y1 = W0;
  assign Y2 = W1;
  assign Y3 = W2;
  assign Y4 = W3;
  assign Y5 = W4;
  assign Y6 = W5;
  assign Y7 = W6;
  assign Y8 = W7;
  assign Y9 = W8;
  assign Y10 = W9;
  assign Y11 = W10;
  assign Y12 = W11;
  assign Y13 = W12;
  assign Y14 = W13;
  assign Y15 = W14;
  assign Y16 = W15;
  assign Y17 = W16;
  assign Y18 = W17;
  assign Y19 = W18;
  assign Y20 = W19;
  assign Y21 = W20;
  assign Y22 = W21;
  assign Y23 = W22;
  wire signed [13:0] w0, w1;
  wire signed [15:0] w3, w4;
  wire signed [17:0] w12, w12_;
  wire signed [18:0] w21, w24;
  wire signed [19:0] w63, w64;
  wire signed [20:0] w84;
  wire signed [21:0] w252;
  wire signed [22:0] w315, w336, w337, w337_;
  wire signed [23:0] w1008;
  wire signed [25:0] w2693, w2693_, w2696;
  wire signed [26:0] w5071, w5386;
  wire signed [27:0] w10142, w16384;
  assign w1 = X;
  assign w0 = 0;
  assign w1008 = w63 << 4; 
  assign w10142 = w5071 << 1; 
  assign w12 = w3 << 2; 
  assign w12_ = -1 * w12; 
  assign w16384 = w1 << 14; 
  assign w21 = w24 - w3; 
  assign w24 = w3 << 3; 
  assign w252 = w63 << 2; 
  assign w2693 = w2696 - w3; 
  assign w2693_ = -1 * w2693;
  assign w2696 = w337 << 3; 
  assign w3 = w4 - w1; 
  assign w315 = w63 + w252;
  assign w336 = w21 << 4;
  assign w337 = w1 + w336;
  assign w337_ = -1 * w337;
  assign w4 = w1 << 2;
  assign w5071 = w5386 - w315;
  assign w5386 = w2693 << 1;
  assign w63 = w64 - w1;
  assign w64 = w1 << 6;
  assign w84 = w21 << 2;
  assign W0 = w12_; 
  assign W1 = w0; 
  assign W2 = w84; 
  assign W3 = w0; 
  assign W4 = w337_; 
  assign W5 = w0;
  assign W6 = w1008;
  assign W7 = w0;
  assign W8 = w2693_;
  assign W9 = w0;
  assign W10 = w10142;
  assign W11 = w16384;
  assign W12 = w10142;
  assign W13 = w0;
  assign W14 = w2693_;
  assign W15 = w0;
  assign W16 = w1008;
  assign W17 = w0;
  assign W18 = w337_;
  assign W19 = w0;
  assign W20 = w84;
  assign W21 = w0;
  assign W22 = w12_;
endmodule
module FIR1 (
    X,
    clk,
    Y,
    reset
);
  input   [13:0] X;
  input    clk;
  output  [13:0] Y;
  input    reset;
  reg [13:0] Y;
  wire [29:0] Y_in;
  always@(posedge clk or posedge reset) begin
    if(reset) begin
      Y <= 14'h0000;
    end  else begin
      Y <= Y_in[29:16];
    end
  end
  wire signed [13:0] multProducts1, multProducts3, multProducts5, multProducts7, multProducts9, multProducts13, multProducts15, multProducts17, multProducts19, multProducts21;
  wire signed [17:0] multProducts0, multProducts22;
  wire signed [20:0] multProducts2, multProducts20;
  wire signed [22:0] multProducts4, multProducts18;
  wire signed [23:0] multProducts6, multProducts16;
  wire signed [25:0] multProducts8, multProducts14;
  wire signed [27:0] multProducts10, multProducts11, multProducts12;
  FIR1_MultiplyBlock fir_multiply(
    .X(X),
    .Y1(multProducts0),
    .Y2(multProducts1),
    .Y3(multProducts2),
    .Y4(multProducts3),
    .Y5(multProducts4),
    .Y6(multProducts5),
    .Y7(multProducts6),
    .Y8(multProducts7),
    .Y9(multProducts8),
    .Y10(multProducts9),
    .Y11(multProducts10),
    .Y12(multProducts11),
    .Y13(multProducts12),
    .Y14(multProducts13),
    .Y15(multProducts14),
    .Y16(multProducts15),
    .Y17(multProducts16),
    .Y18(multProducts17),
    .Y19(multProducts18),
    .Y20(multProducts19),
    .Y21(multProducts20),
    .Y22(multProducts21),
    .Y23(multProducts22)
  );
  reg signed [17:0] firStep0, firStep1;
  reg signed [20:0] firStep2, firStep3;
  reg signed [22:0] firStep4, firStep5;
  reg signed [23:0] firStep6, firStep7;
  reg signed [25:0] firStep8, firStep9;
  reg signed [27:0] firStep10;
  reg signed [28:0] firStep11;
  reg signed [29:0] firStep12, firStep13, firStep14, firStep15, firStep16, firStep17, firStep18, firStep19, firStep20, firStep21;
  always@(posedge clk or posedge reset) begin
    if(reset) begin
      firStep0  <= 18'h00000;
      firStep1  <= 18'h00000;
      firStep2  <= 21'h000000;
      firStep3  <= 21'h000000;
      firStep4  <= 23'h000000;
      firStep5  <= 23'h000000;
      firStep6  <= 24'h000000;
      firStep7  <= 24'h000000;
      firStep8  <= 26'h0000000;
      firStep9  <= 26'h0000000;
      firStep10 <= 28'h0000000;
      firStep11 <= 29'h00000000;
      firStep12 <= 30'h00000000;
      firStep13 <= 30'h00000000;
      firStep14 <= 30'h00000000;
      firStep15 <= 30'h00000000;
      firStep16 <= 30'h00000000;
      firStep17 <= 30'h00000000;
      firStep18 <= 30'h00000000;
      firStep19 <= 30'h00000000;
	    firStep20 <= 30'h00000000;
	    firStep21 <= 30'h00000000;
    end
    else begin
      firStep0  <=  multProducts0;
      firStep1  <=  firStep0 + multProducts1;
      firStep2  <=  firStep1 + multProducts2;
      firStep3  <=  firStep2 + multProducts3;
      firStep4  <=  firStep3 + multProducts4;
      firStep5  <=  firStep4 + multProducts5;
      firStep6  <=  firStep5 + multProducts6;
      firStep7  <=  firStep6 + multProducts7;
      firStep8  <=  firStep7 + multProducts8;
      firStep9  <=  firStep8 + multProducts9;
      firStep10 <=  firStep9 + multProducts10;
      firStep11 <=  firStep10 + multProducts11;
      firStep12 <=  firStep11 + multProducts12;
      firStep13 <=  firStep12 + multProducts13;
      firStep14 <=  firStep13 + multProducts14;
      firStep15 <=  firStep14 + multProducts15;
      firStep16 <=  firStep15 + multProducts16;
      firStep17 <=  firStep16 + multProducts17;
	    firStep18 <=  firStep17 + multProducts18;
	    firStep19 <=  firStep18 + multProducts19;
	    firStep20 <=  firStep19 + multProducts20;
	    firStep21 <=  firStep20 + multProducts21;
    end
  end
  assign Y_in = firStep21+ multProducts22;
endmodule
[/design/flow/run.sh]
#!/bin/bash
# OpenROAD 26Q1-2900-gdf79404cd8, Yosys 0.63+post, stock flow scripts
make -C /OpenROAD-flow-scripts/flow DESIGN_CONFIG=/design/flow/config.mk WORK_HOME=/design/flow/orfs finish
[/design/flow/config.mk]
export PLATFORM = sky130hd
export DESIGN_NAME = FIR1
export DESIGN_NICKNAME = FIR1
export VERILOG_FILES = /design/flow/design.v
export SDC_FILE = /design/flow/constraint.sdc
export NUM_CORES = 4
export LEC_CHECK = 1
export CORE_UTILIZATION = 40
[/design/flow/constraint.sdc]
current_design FIR1

set clk_period 16.1
set clk_io_pct 0.2

create_clock -name clk0 -period $clk_period [get_ports {clk}]

set non_clock_inputs [all_inputs -no_clocks]
set_input_delay [expr $clk_period * $clk_io_pct] -clock clk0 $non_clock_inputs
set_output_delay [expr $clk_period * $clk_io_pct] -clock clk0 [all_outputs]
==> flow_summary.rst <==
Synthesis and place-and-route
=============================

.. list-table::
   :header-rows: 1

   * - Metric
     - Value
   * - Synthesis-to-layout area growth
     - 12.4%
   * - Average cell area after synthesis
     - 11.0 sq um
   * - Number of violations reported at the end of detailed-routing iteration 0
     - 1,130
   * - Sequential cell area fraction in the yosys report
     - 43.9%
   * - Library cell occupying the most area in the post-synthesis netlist
     - sky130_fd_sc_hd__dfrtp_1
   * - Routed Wire Length
     - 71,600 microns
   * - Post-synth regs
     - 577
   * - Setup crit start kind
     - input port
   * - Register-to-register setup slack
     - 11,610 ps
   * - Clock net sink count
     - 577
   * - Clock-pin transition on the worst setup and hold timing paths
     - 60 ps
   * - Slew Limit Fails
     - 0
   * - Post-synthesis cell area
     - 32,900 sq um
   * - Final critical delay including setup and external delays
     - 12,990 ps
   * - Area share of the leading cell type in the synthesized netlist
     - 43.9%
   * - Detailed-placement wirelength estimate
     - 55,100 microns
   * - All-layer global routing usage
     - 18.6%
   * - Num CTS Buffers
     - 66
   * - Reg-to-reg endpoint
     - firStep18[29]
   * - Timing endpoint of the critical path
     - firStep10[27]
   * - Global-route wire length before repair
     - 117,000 microns
   * - Setup Total Neg Slack
     - 0 ps
   * - Data arrival time of the critical path
     - 13,530 ps
   * - Yosys warning total
     - 1
   * - Total via count after detailed routing
     - 21,500
   * - Detail-routed via count per cell
     - 5.12
   * - Drc violations
     - 0
   * - Wire length per cell
     - 17.0 microns
   * - Number of rows in the core area
     - 104
   * - Number of top-level pins
     - 30
   * - Die height
     - 289 microns
   * - Number of gates given a new drive strength after cts
     - 0
   * - Unrepaired setup endpoints after global routing
     - false
   * - Endpoint required time on the critical path
     - 16,640 ps
   * - Count of instantiated cells in the yosys netlist
     - 2,983
   * - Most frequent cells after synthesis
     - sky130_fd_sc_hd__dfrtp_1, sky130_fd_sc_hd__ha_1, sky130_fd_sc_hd__xnor2_1, sky130_fd_sc_hd__a21oi_1, sky130_fd_sc_hd__inv_1
   * - Via count of the first global-routing pass
     - 22,000
   * - Number of antenna diodes
     - 0
   * - Clock Skews
     - 28.4 ps
   * - Status
     - finished, final reports clean
   * - Distinct lib cells used
     - 111
   * - Placeable Area
     - 80,900 sq um
   * - Worst Hold Margin
     - 327 ps
   * - Critical Path Sink Type
     - flop
   * - Root Buffer Master
     - sky130_fd_sc_hd__clkbuf_16
   * - Final setup violating endpoints
     - 0
   * - Count of mapped cells out of synthesis
     - 2,983
   * - Maximum root-to-sink buffer count
     - 3
   * - Synth top area cells
     - sky130_fd_sc_hd__dfrtp_1, sky130_fd_sc_hd__ha_1, sky130_fd_sc_hd__xnor2_1
   * - Max capacitance violation total
     - 0
   * - Largest net degree at the start of global routing
     - 120
   * - Total count of hold-check failures in the final report
     - 0
   * - Buffers added on ports
     - 29
   * - Floorplan Utilization
     - 40.6%
   * - Chip Footprint
     - 83,300 sq um
   * - Proportion of layout cells with a drive suffix above 1
     - 7.38%
   * - Top FF cell, synth
     - sky130_fd_sc_hd__dfrtp_1
   * - Die W
     - 289 microns
   * - Max frequency
     - 77.0 MHz
   * - Max_slew headroom
     - 41.4%
   * - H-Tree Depth
     - 3
   * - Count leader, synth
     - sky130_fd_sc_hd__dfrtp_1
   * - Post-CTS setup buffers
     - 0
   * - Post-synth ARST share
     - 100%
   * - Number of optimization iterations in the first detailed-route pass
     - 5
   * - Number of antenna violations at the first check in global routing
     - 0
   * - Antenna Violating Nets Remaining
     - 0
   * - Critical Path Slowest Stage Cell
     - sky130_fd_sc_hd__clkdlybuf4s50_1
   * - Total global routing overflow
     - 0
   * - CTS tree
     - done
   * - Worst Reg-to-Reg Cells
     - 15
   * - Worst-path maximum fanout
     - 10
   * - Tightest Hold Check Type
     - reg -> reg
   * - Maximum single-stage delay on the critical path
     - 720 ps
   * - Final worst path period share
     - 80.7%
   * - Number of buffers inserted by hold repair at cts
     - 0
   * - Number of enable-type register cells in the synthesized netlist
     - 0
   * - Yosys chip area
     - 32,900 sq um
   * - Measured slew at the worst slew-check pin
     - 872 ps
   * - Number of buffer and inverter stages on the critical path
     - 7
   * - Start point of the critical path
     - X[0]
   * - Top cell family by delay on the critical path
     - adder cells
   * - Routability congestion estimate from global placement
     - 0.910
   * - Count of tool warnings
     - 34
   * - Startpoint of the worst register-to-register path
     - firStep17[1]
   * - Class of the most critical setup path
     - in -> reg
   * - Worst-skew pair later-pin latency
     - 610 ps
   * - Number of cells on the critical path
     - 40
[cell usage in the layout, fill, tap and decap left out, types with 16 or more instances in the layout]
master	Yosys	final
sky130_fd_sc_hd__dfrtp_1	577	577
sky130_fd_sc_hd__a211oi_1	18	18
sky130_fd_sc_hd__nand2_1	115	115
sky130_fd_sc_hd__inv_1	197	196
sky130_fd_sc_hd__nor3_1	73	73
sky130_fd_sc_hd__fa_1	29	29
sky130_fd_sc_hd__or3_1	19	19
sky130_fd_sc_hd__ha_1	389	389
sky130_fd_sc_hd__and3_1	16	16
sky130_fd_sc_hd__nor2b_1	33	33
sky130_fd_sc_hd__a21o_1	84	84
sky130_fd_sc_hd__a21oi_1	237	237
sky130_fd_sc_hd__nand3_1	47	47
sky130_fd_sc_hd__o21bai_1	80	80
sky130_fd_sc_hd__nor2_1	179	179
sky130_fd_sc_hd__a31oi_1	19	19
sky130_fd_sc_hd__o211ai_1	20	20
sky130_fd_sc_hd__clkdlybuf4s50_1	0	29
sky130_fd_sc_hd__xnor2_1	279	279
sky130_fd_sc_hd__xor2_1	105	105
sky130_fd_sc_hd__buf_4	1	32
sky130_fd_sc_hd__nand2b_1	35	35
sky130_fd_sc_hd__o21ai_0	104	104
sky130_fd_sc_hd__o21a_1	50	50
sky130_fd_sc_hd__clkbuf_16	0	68
[state kept, by name (all words and copies together) (netlist names), 29 cells and up]
register,flops
firStep11,29
firStep12,30
firStep13,30
firStep14,30
firStep15,30
firStep16,30
firStep17,30
[worst min-delay path by stage]
stage	startpoint	to	slack [ps]	depth (start not counted)
4_1_cts	firStep20[11]	firStep21[11]	330	0
5_1_grt	firStep16[16]	firStep17[16]	350	0
6_report	firStep20[11]	firStep21[11]	330	0
[per-stage QoR]
step | utilization [%] | cell area [sq um] | worst slack, ps | instances
2_1_floorplan | - | 32900 | 4580 | 2983
3_3_place_gp | 42.8 | 34600 | 2660 | 4090
3_5_place_dp | 42.8 | 34600 | 2480 | 4090
4_1_cts | 45.6 | 36900 | 3130 | 4203
5_1_grt | 45.6 | 36900 | 2160 | 4203
6_report | 45.6 | 36900 | 3110 | 4203
[worst reg2reg max path: cells and delay by family (launching register included)]
kind	cells	cell delay, ps
AOI/OAI and AO/OA	10	3030
adders and majority gates	1	280
DFF	1	360
xor gates and xnor gates	1	240
and+or+nand+nor	3	490
[routing by layer]
layer	part of all wire (%)	GRT usage, %
met1	48	29.0
met2	43	27.2
met3	6.0	4.55
met4	2.6	4.17
met5	0	0
[logic make-up after synthesis]
group / after synthesis / synth area share [%]
compound gates: 739 / 15.1
xor+xnor: 409 / 11.8
fa+ha+maj: 421 / 16.7
buf+inv: 215 / 2.68
flops: 577 / 43.9
mux: 4 / 0.126
simple gates: 618 / 9.70
[cell type report]
cell class / instances / area, sq um
Tap cell: 1060 / 1330
Inverter: 200 / 754
Clock inverter: 24 / 387
Fill cell: 7346 / 44000
Sequential cell: 577 / 14400
Multi-Input combinational cell: 2191 / 17500
Clock buffer: 89 / 1920
Timing Repair Buffer: 62 / 551
