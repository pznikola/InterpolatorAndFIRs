$ cat ./run.sh
#!/bin/bash
# OpenROAD 26Q1-2900-gdf79404cd8, Yosys 0.63+post, stock flow scripts
make -C /OpenROAD-flow-scripts/flow DESIGN_CONFIG=/design/flow/config.mk WORK_HOME=/design/flow/orfs finish
$ cat ./config.mk
export PLATFORM = sky130hd
export DESIGN_NAME = FIR0
export DESIGN_NICKNAME = FIR0
export VERILOG_FILES = /design/flow/design.v
export SDC_FILE = /design/flow/constraint.sdc
export NUM_CORES = 4
export LEC_CHECK = 1
export CORE_UTILIZATION = 50
$ cat ./constraint.sdc
current_design FIR0

set clk_period 10.2
set clk_io_pct 0.2

create_clock -name clk0 -period $clk_period [get_ports {clk}]

set non_clock_inputs [all_inputs -no_clocks]
set_input_delay [expr $clk_period * $clk_io_pct] -clock clk0 $non_clock_inputs
set_output_delay [expr $clk_period * $clk_io_pct] -clock clk0 [all_outputs]
$ cat ./design.v
`default_nettype wire
module FIR0_MultiplyBlock (
  X,
  Y1,
  Y2,
  Y3,
  Y4,
  Y5,
  Y6,
  Y7,
  Y8,
  Y9,
  Y10,
  Y11,
  Y12,
  Y13,
  Y14,
  Y15
);
  input signed   [13:0] X;
  output signed  [13:0]
  Y1,
  Y2,
  Y3,
  Y4,
  Y5,
  Y6,
  Y7,
  Y8,
  Y9,
  Y10,
  Y11,
  Y12,
  Y13,
  Y14,
  Y15;
  wire [13:0] Y [0:14];
  assign Y1 = Y[0];
  assign Y2 = Y[1];
  assign Y3 = Y[2];
  assign Y4 = Y[3];
  assign Y5 = Y[4];
  assign Y6 = Y[5];
  assign Y7 = Y[6];
  assign Y8 = Y[7];
  assign Y9 = Y[8];
  assign Y10 = Y[9];
  assign Y11 = Y[10];
  assign Y12 = Y[11];
  assign Y13 = Y[12];
  assign Y14 = Y[13];
  assign Y15 = Y[14];
  wire signed [13:0]
    w1,
    w0,
    w4,
    w3,
    w128,
    w127,
    w24,
    w27,
    w64,
    w61,
    w488,
    w615,
    w6,
    w6_,
    w54,
    w254,
    w254_,
    w1230,
    w2048;
  assign w1 = X;
  assign w0 = 0;
  assign w1230 = w615 << 1;
  assign w127 = w128 - w1;
  assign w128 = w1 << 7;
  assign w2048 = w1 << 11;
  assign w24 = w3 << 3;
  assign w254 = w127 << 1;
  assign w254_ = -1 * w254;
  assign w27 = w3 + w24;
  assign w3 = w4 - w1;
  assign w4 = w1 << 2;
  assign w488 = w61 << 3;
  assign w54 = w27 << 1;
  assign w6 = w3 << 1;
  assign w61 = w64 - w3;
  assign w615 = w127 + w488;
  assign w64 = w1 << 6;
  assign w6_ = -1 * w6;
  assign Y[0] = w6_;
  assign Y[1] = w0;
  assign Y[2] = w54;
  assign Y[3] = w0;
  assign Y[4] = w254_;
  assign Y[5] = w0;
  assign Y[6] = w1230;
  assign Y[7] = w2048;
  assign Y[8] = w1230;
  assign Y[9] = w0;
  assign Y[10] = w254_;
  assign Y[11] = w0;
  assign Y[12] = w54;
  assign Y[13] = w0;
  assign Y[14] = w6_;
endmodule  
module FIR0 (
    X,
    clk,
    Y,
    reset
);
  input   [13:0] X;
  input    clk;
  output  [13:0] Y;
  input    reset;
  reg [13:0] Y;
  wire [13:0] Y_in;
  always@(posedge clk or posedge reset) begin
    if(reset) begin
      Y <= 14'h0000;
    end  else begin
      Y <= Y_in;
    end
  end
  wire [13:0] multProducts [0:14];
  FIR0_MultiplyBlock fir_multiply(
    .X(X),
    .Y1(multProducts[0]),
    .Y2(multProducts[1]),
    .Y3(multProducts[2]),
    .Y4(multProducts[3]),
    .Y5(multProducts[4]),
    .Y6(multProducts[5]),
    .Y7(multProducts[6]),
    .Y8(multProducts[7]),
    .Y9(multProducts[8]),
    .Y10(multProducts[9]),
    .Y11(multProducts[10]),
    .Y12(multProducts[11]),
    .Y13(multProducts[12]),
    .Y14(multProducts[13]),
    .Y15(multProducts[14])
  );
  reg [13:0] firStep[0:13];
  always@(posedge clk or posedge reset) begin	 
    if(reset) begin
      firStep[0]  <= 14'h0000;
      firStep[1]  <= 14'h0000;
      firStep[2]  <= 14'h0000;
      firStep[3]  <= 14'h0000;
      firStep[4]  <= 14'h0000;
      firStep[5]  <= 14'h0000;
      firStep[6]  <= 14'h0000;
      firStep[7]  <= 14'h0000;
      firStep[8]  <= 14'h0000;
      firStep[9]  <= 14'h0000;
      firStep[10] <= 14'h0000;
      firStep[11] <= 14'h0000;
      firStep[12] <= 14'h0000;
      firStep[13] <= 14'h0000;
    end
    else begin
      firStep[0]  <=  multProducts[0];
      firStep[1]  <=  firStep[0] + multProducts[1];
      firStep[2]  <=  firStep[1] + multProducts[2];
      firStep[3]  <=  firStep[2] + multProducts[3];
      firStep[4]  <=  firStep[3] + multProducts[4];
      firStep[5]  <=  firStep[4] + multProducts[5];
      firStep[6]  <=  firStep[5] + multProducts[6];
      firStep[7]  <=  firStep[6] + multProducts[7];
      firStep[8]  <=  firStep[7] + multProducts[8];
      firStep[9]  <=  firStep[8] + multProducts[9];
      firStep[10] <=  firStep[9] + multProducts[10];
      firStep[11] <=  firStep[10] + multProducts[11];
      firStep[12] <=  firStep[11] + multProducts[12];
      firStep[13] <=  firStep[12] + multProducts[13];
    end
  end
  assign Y_in = firStep[13]+ multProducts[14];
endmodule  
==> out/qor.csv <==
metric;value;unit
dp.cells;1279;
clockRootBuffer;clkbuf_16;
crit_path_top_delay_cell;clkdlybuf4s50_1;
reg2reg_depth;10;
drc;0;
r2r-start;firStep[1][1];
warnings;28;
p_total;4.334;mW
crit_fanout;12;
antenna_found_initial;0;
worst_pin_slew;940.8;ps
final_util;56.81;%
grt_pass1_wl;34160;um
via_count;6958;
final_cell_area;11940;um2
layout-drive-gt1-share;5.598;%
ys_seq_share;45.53;%
overflow;0;
ctsHoldBuffers;0;
synthTopLogicFamily;adder cells;
post_cts_buffers;0;
coreArea;21020;um2
instances_no_fill;1311;
path_delay_family;AND-OR/OR-AND gates;
ant_nets;0;
crit_start;X[1];
rsz0062_at_grt;false;
die_w;148.4;um
hold_depth;0;
crit_top_cell;ha_1;
ys_cells;977;
finalSetupViolations;0;
cap_violations;0;
grt_pass1_vias;6582;
worstSetupPathType;primary input to register;
ys_types;69;
hold_start;firStep[6][7];
tns;0;ps
ys_ff;195;
relSlewSlack;36.49;%
cp_data_arrival_time;7550;ps
firstDrtPassIters;5;
holdWs;343.3;ps
avgSynthCellArea;10.97;um2
async_flop_share;100.0;%
period_needed;7219;ps
post_cts_resized;0;
critPathBufInv;4;
clkTransAtPathRegs;70;ps
vdd_drop_max;0.2235;mV
met3_usage;2.879;%
cp.required;10530;ps
r2r-end;firStep[2][13];
reg2reg_slack;7230;ps
dpl-instance-area;11360;um2
status;finished clean;
post_drt_via_cell_ratio;5.307;
ioPinCount;30;
grt_usage;21.13;%
adder_share;15.99;%
clk-insertion-delay-late;430;ps
fp_util;50.99;%
start_kind;primary input;
slew_violations;0;
met1_usage;34.14;%
fillCellCount;1771;
syn_inst;977;
synth-simple-area-share;10.25;%
die_area;22030;um2
topCellsByArea;dfrtp_1 (46%), ha_1 (14%), xnor2_1 (7.8%), a21oi_1 (4.2%), xor2_1 (2.7%);
drt_iter0_markers;230;
wl_per_cell;16.06;um
grt.busiest_layer;met1;
gp_congestion;0.8710;
cts.path.max_buffers;2;
worst_slack;2981;ps
cts.sinks;195;
edf_count;0;
cts_tree;yes;
timing.critical_path.to_type;register;
dp_slack;2556;ps
ys_area;10720;um2
largest_area_cell;dfrtp_1;
netlist_area;10720;um2
synth.most_common_cell;dfrtp_1;
hpwlAfterDp;15940;um
min_period_over_period;70.78;%
yosysTopAreaCellShare;45.53;%
antennaDiodeCount;0;
crit_chain;clkdlybuf4s50_1 -> inv_1 -> ha_1 -> a211o_1 -> a31o_2 -> a21oi_1 -> xnor2_1 -> inv_1 -> ha_1 -> inv_1 -> xnor2_1 -> ha_1 -> o21ai_0 -> a21oi_1 -> nor2_1 -> xnor2_1 -> ha_1 -> nand2_1 -> o21ai_0 -> a21o_1 -> a311oi_1 -> xor2_1;
fp-row-count;53;
hp-class;register to register;
p_leak;5.454;nW
mux_share;0.2802;%
areaGrowthSynthToFinish;11.42;%
flop_cell;dfrtp_1;
common_cells;dfrtp_1 (195), ha_1 (121), xnor2_1 (95);
hold-path-endpoint;firStep[7][7];
die_h;148.4;um
max_stage_delay;810;ps
routed_wl;21050;um
met2_usage;32.77;%
ys_sh_xor;11.30;%
hold_viol;0;
aoi_share;13.88;%
skew;10.07;ps
grt_max_degree;117;
max_freq;138.5;MHz
powerDensity;362.9;nW/um2
yosysWarningCount;4;
port_buffers;27;
ctsHtreeMaxLevel;4;
numCtsBuffers;17;
worst max path at each step:
stage                             to  slack (ps)  cells past startpoint
after global routing  firStep[8][13]        2520                     22
final                 firStep[8][13]        2980                     22
after CTS             firStep[8][13]        2990                     22
worst reg2reg max path, cell delays in order, from the launching register on:
cell and delay (ps):
dfrtp_1 370, ha_1 200, fa_1 420, a21o_1 190
a21oi_1 220, o21bai_1 130, a211oi_1 460, o31ai_1 230
and4b_1 230, nor3_1 250, xnor2_1 170
cells in the final DEF (no fill, tap or decap), types with 20 or more instances in the layout:
cell	netlist	final
a21oi_1	89	89
dfrtp_1	195	195
xnor2_1	95	95
xor2_1	33	33
nand2_1	35	35
o21bai_1	24	24
a21o_1	29	29
clkdlybuf4s50_1	0	27
nor2_1	45	45
ha_1	121	121
o21ai_0	36	36
nand3_1	20	20
nor3_1	26	26
inv_1	66	65
sequential cells by signal, summed over array words and instances (netlist names):
name / flops
firStep: 182
Y: 13
kinds of logic (layout without fill, tap and decap cells):
| family | Yosys count | count (layout) |
|---|---|---|
| AND-OR/OR-AND | 235 | 235 |
| XOR/XNOR | 132 | 132 |
| AND/OR/NAND/NOR | 206 | 206 |
| multiplexers | 3 | 3 |
| adder cells (fa/ha/maj) | 131 | 131 |
| other | 1 | 1 |
| buffers and inverters | 74 | 133 |
| flip-flops | 195 | 195 |
per-layer routing:
| layer | up-vias | part of all wire, % |
|---|---|---|
| met5 | - | 0 |
| met4 | 0 | 1.3 |
| met3 | 16 | 2.6 |
| met2 | 84 | 46 |
| met1 | 3307 | 50 |
| li1 | 3551 | - |
layout make-up:
type	count	area (um2)	share of cell area (%)
Multi-Input combinational cell	708	5545	46.44
Tap cell	275	344.1	2.881
Inverter	68	262.8	2.200
Timing Repair Buffer	33	327.8	2.745
Sequential cell	195	4880	40.86
Clock inverter	15	156.4	1.310
Clock buffer	17	425.4	3.562
where the power goes:
group	internal, mW	leakage [nW]	switching [mW]	total [mW]
Combinational	1.07	2.90	1.32	2.39
Sequential	1.16	2.27	0.124	1.29
Clock	0.328	0.282	0.325	0.653
Power figures rest on the tool's default switching activity, not on a simulated workload.
